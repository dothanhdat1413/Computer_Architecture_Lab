--- flow/config.mk ---
export PLATFORM = sky130hd
export DESIGN_NAME = RegisterFile
export DESIGN_NICKNAME = RegisterFile
export VERILOG_FILES = /design/flow/design.v
export SDC_FILE = /design/flow/constraint.sdc
export NUM_CORES = 4
export LEC_CHECK = 1
export CORE_UTILIZATION = 30
--- flow/constraint.sdc ---
current_design RegisterFile

set clk_period 8.4
set clk_io_pct 0.2

create_clock -name clk0 -period $clk_period [get_ports {clk}]

set non_clock_inputs [all_inputs -no_clocks]
set_input_delay [expr $clk_period * $clk_io_pct] -clock clk0 $non_clock_inputs
set_output_delay [expr $clk_period * $clk_io_pct] -clock clk0 [all_outputs]
--- flow/design.v ---
module RegisterFile(
    input clk,
    input reset,     
    input [4:0] addrA,
    input [4:0] addrB,
    input [4:0] addrD,
    input [31:0] dataD,
    input reg_write,
    output reg [31:0] dataA,
    output reg [31:0] dataB
);
    reg [31:0] registers [31:0];  
    integer i;
    always @(posedge clk or negedge reset) begin
        if (reset == 1'b0) begin
            for (i = 0; i < 32; i = i + 1)
                registers[i] <= 32'b0;
        end else if (reg_write == 1'b1) begin
            if (addrD == 5'b0) begin
            end else begin
                registers[addrD] <= dataD;
            end
        end
    end
    always @(*) begin
        if (reset == 1'b0) begin
            dataA = 32'b0;
            dataB = 32'b0;
        end else begin
            dataA = registers[addrA];
            dataB = registers[addrB];
        end
    end
endmodule
--- flow/run.sh ---
#!/bin/bash
# OpenROAD 26Q1-2900-gdf79404cd8, Yosys 0.63+post, stock flow scripts
make -C /OpenROAD-flow-scripts/flow DESIGN_CONFIG=/design/flow/config.mk WORK_HOME=/design/flow/orfs finish
==> flow_summary.yaml <==
# implementation run metrics
run:
  max_cap_violations: 0
  number_of_warning_messages_in_the_logs: 37
sta:
  slew_viols_final: 0
  period_minus_slack_ps: 7470
  final.period_utilization: 0.890
  totalNegativeSetupSlack_ps: 0
  fmaxAchievable_mhz: 134
  unrepaired_setup_endpoints_after_global_routing: "false"
  final.setup_skew_ps: 0
  timing_worst_slew_pin_value_ps: 1260
  worst_setup_margin_ps: 927
  slew_headroom: 0.155
  final-hold-violation-count: 0
  whs_ps: 521
  setup_viol_count_final: 0
cells_and_area:
  drive_gt1_frac: 0.360
  lay_top_cells: "sky130_fd_sc_hd__mux2_2 (997), sky130_fd_sc_hd__dfrtp_1 (992), sky130_fd_sc_hd__a22oi_1 (716)"
  largest_reg_flops: 992
  regMostFlops: "registers"
  post_layout_nonfiller_instances: 6481
  syn_to_final_growth_pct: 16.6
  final_design_area_no_fill_sq_um: 58200
  biggestRegsByFlops: "registers: 992 flops"
  final_common_cell: "sky130_fd_sc_hd__mux2_2"
synth:
  ff_type: "sky130_fd_sc_hd__dfrtp_1"
  synth.yosys.num_cells: 4136
  avgSynthCellArea_sq_um: 12.1
  top_area_cell: "sky130_fd_sc_hd__dfrtp_1"
  post_synth_num_cell_types: 71
  topCellsByArea: "sky130_fd_sc_hd__dfrtp_1 (50%), sky130_fd_sc_hd__mux2_2 (22%), sky130_fd_sc_hd__a22oi_1 (11%), sky130_fd_sc_hd__mux2i_1 (3.0%), sky130_fd_sc_hd__buf_2 (1.7%)"
  syn_area_sq_um: 49900
  yosysTopAreaCellShare: 0.497
  synth-seq-area-share: 0.497
  postSynthCellCount: 4136
  yosys_register_bits: 992
  edf_count: 0
  area_reported_by_yosys_stat_sq_um: 49900
  ys_async_sr_fraction: 1.00
  yosysWarnings: 2
global_route:
  number_of_global_route_vias_before_repair: 41900
  global_route.usage.met3: 0.177
  grt_pass1_wl_um: 342000
  grt_antenna_before_repair: 16
  grt_use_met2: 0.410
  largest_net_degree_at_the_start_of_global_routing: 116
  grt.overflow.total: 0
  gr-usage-all-layers: 0.303
  global_route.peak_usage_layer: "met2"
  grt_use_met1: 0.381
drt:
  routed_via_density: 6.49
  routed_wirelength_um: 250000
  postRouteAntennaNets: 0
  firstDrtPassIters: 25
  drt_iter0_markers: 5462
  remaining_drc_errors: 0
  dr_total_vias: 42000
  detail_route.wl_per_cell_um: 38.6
floorplan:
  dieArea_sq_um: 168000
  num_io_pins: 114
  die_height_um: 410
  coreArea_sq_um: 165000
  initCoreUtil: 0.302
  die_width_um: 410
  std_cell_rows: 149
setup_path:
  crit_path_top_delay_cell: "sky130_fd_sc_hd__a31oi_1"
  worstPathArrival_ps: 5790
  startpoint_type: "input pin"
  endpoint_kind: "output pin"
  r2r_slack_ps: 7490
  critical_path.reg2reg.endpoint: "registers[27][11]"
  crit_path_start: "addrA[3]"
  endpoint: "dataA[0]"
  regToRegStartpoint: "registers[27][11]"
  setup.worst_path.class: "input pin to output pin"
  crit_path_max_fanout: 23
  sequence_of_cells_on_the_critical_path: "clkdlybuf4s50_1 -> buf_4 -> or3b_1 -> nor2_4 -> buf_4 -> a22oi_1 -> nand3_1 -> nor3_1 -> a31oi_1 -> clkdlybuf4s50_1"
  critPathMaxStageDelay_ps: 750
  critical_path_required_ps: 6720
  timing.reg2reg.worst_path_depth: 1
cts:
  cts_made_buffers: 109
  tritoncts: "built"
  tritoncts_sink_count: 992
  ctsLongestPathBuffers: 3
  post-cts-setup-buffer-count: 0
  cts_repair_resized_insts: 0
  htree_num_levels: 3
  postCtsHoldBufs: 0
  root_buffer_cell: "sky130_fd_sc_hd__clkbuf_16"
  insertion_delay_ps: 740
  clk_transition_reported_paths_ps: 60
place:
  detailed_place.area_sq_um: 54400
  port_buffers: 113
  place.gp.congestion: 1.05
  placement.setup.worst_slack_ps: 1100
  dpl.hpwl_um: 155000
  place.detailed.instances: 6279
power_and_ir_drop:
  power.density_nw_per_um2: 236
  power.static_leakage_nw: 24.7
  ir_worst_vdd_uv: 159
outcome:
  status: "completed"
hold_path:
  worst_hold_path_type: "register to register"
-- cell type report --
cell class / count / area, sq um
clock inverter: 50 / 641
fill: 15900 / 107000
clock buffer: 148 / 3190
timing repair buffer: 358 / 3090
inverter: 1 / 3.75
multi-input combinational: 2739 / 23700
tap: 2189 / 2740
sequential: 992 / 24800
antenna: 4 / 10.0
-- synthesized netlist by cell type, types with 3 or more instances --
master	count
sky130_fd_sc_hd__a31oi_1	20
sky130_fd_sc_hd__nor2_2	17
sky130_fd_sc_hd__nor4_1	21
sky130_fd_sc_hd__nand2b_1	14
sky130_fd_sc_hd__mux2i_1	149
sky130_fd_sc_hd__a221oi_1	16
sky130_fd_sc_hd__a22oi_1	716
sky130_fd_sc_hd__clkbuf_1	162
sky130_fd_sc_hd__and4_1	3
sky130_fd_sc_hd__nor2_4	5
sky130_fd_sc_hd__nor3_2	4
sky130_fd_sc_hd__nor3_1	58
sky130_fd_sc_hd__buf_2	173
sky130_fd_sc_hd__o22ai_1	58
sky130_fd_sc_hd__mux4_2	3
sky130_fd_sc_hd__o2bb2ai_1	3
sky130_fd_sc_hd__o211ai_1	9
sky130_fd_sc_hd__or2_1	4
sky130_fd_sc_hd__or3b_1	5
sky130_fd_sc_hd__a21oi_1	90
sky130_fd_sc_hd__a22o_1	27
sky130_fd_sc_hd__nand3_1	7
sky130_fd_sc_hd__nand3b_1	6
sky130_fd_sc_hd__o2111ai_1	3
sky130_fd_sc_hd__o31a_1	3
sky130_fd_sc_hd__o21ai_0	3
sky130_fd_sc_hd__o32ai_1	3
sky130_fd_sc_hd__a2111oi_0	7
sky130_fd_sc_hd__and2_1	4
sky130_fd_sc_hd__nand4_1	120
sky130_fd_sc_hd__buf_6	4
sky130_fd_sc_hd__and3_1	12
sky130_fd_sc_hd__buf_1	38
sky130_fd_sc_hd__a222oi_1	12
sky130_fd_sc_hd__nor3b_1	3
sky130_fd_sc_hd__mux2_1	11
sky130_fd_sc_hd__buf_4	27
sky130_fd_sc_hd__dfrtp_1	992
sky130_fd_sc_hd__mux2_2	997
sky130_fd_sc_hd__a32oi_1	4
sky130_fd_sc_hd__nand2_1	167
sky130_fd_sc_hd__nor2_1	109
sky130_fd_sc_hd__nor2b_1	10
-- power by group --
part	leakage, nW	internal (W)	switching (W)
Clock	1.87	0.00305	0.00213
Combinational	10.2	0.00102	0.000934
Sequential	12.7	0.00571	0.000925
Total	24.7	0.00978	0.00398
-- critical path, delay by kind of cell --
| kind | cells | cell delay, ps |
|---|---|---|
| simple gates | 4 | 1210 |
| compound gates | 2 | 880 |
| buf+inv | 4 | 2010 |
-- cells by family (layout without fill, tap and decap cells) --
logic type / after synthesis / count (layout) / synth area share
muxes: 1160 / 1160 / 0.259
AOI/OAI and AO/OA: 990 / 990 / 0.145
DFF: 992 / 992 / 0.497
buffers and inverters: 405 / 557 / 0.0374
and+or+nand+nor: 589 / 589 / 0.0614
other: 0 / 4 / 0
-- metrics by stage --
stage / util / total power, W
detailed placement: 0.330 / 0.00857
finish: 0.353 / 0.0138
floorplan: - / 0.00756
global route: 0.353 / 0.0142
global placement: 0.330 / 0.00854
CTS: 0.353 / 0.0137
-- worst min-delay path by stage --
stage	to	cells past startpoint	startpoint	slack, ps
global route	registers[7][28]	1	registers[7][28]	540
CTS	registers[9][15]	1	registers[9][15]	520
finish	registers[9][17]	1	registers[9][17]	520
-- per-layer routing --
layer | wire length (um) | up-vias
met1 | 89500 | 21300
met2 | 101000 | 3539
li1 | - | 16000
met4 | 18900 | 30
met5 | 265 | -
met3 | 40700 | 1151
Power figures rest on the tool's default switching activity, not on a simulated workload.
