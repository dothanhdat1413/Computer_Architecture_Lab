==> /design/flow/design.v <==
module Data_Memory(
 input clk,
 input [31:0]   addr,
 input [31:0]   DataW,
 input     MemRW,
 output [31:0]   DataR
);
reg [31:0] memory [255:0];
wire [7:0] ram_addr;
 always @(posedge clk) begin
  if (MemRW)    
   memory[ram_addr] <= DataW;
 end
 assign DataR = (MemRW ==1'b0) ? memory[ram_addr]: 32'd0; 
 assign ram_addr = addr[9:2];
endmodule
==> /design/flow/run.sh <==
#!/bin/bash
# OpenROAD 26Q1-2900-gdf79404cd8, Yosys 0.63+post, stock flow scripts
make -C /OpenROAD-flow-scripts/flow DESIGN_CONFIG=/design/flow/config.mk WORK_HOME=/design/flow/orfs finish
==> /design/flow/config.mk <==
export PLATFORM = sky130hd
export DESIGN_NAME = Data_Memory
export DESIGN_NICKNAME = Data_Memory
export VERILOG_FILES = /design/flow/design.v
export SDC_FILE = /design/flow/constraint.sdc
export NUM_CORES = 4
export LEC_CHECK = 1
export CORE_UTILIZATION = 30
export SYNTH_MEMORY_MAX_BITS = 65536
==> /design/flow/constraint.sdc <==
current_design Data_Memory

set clk_period 83.0
set clk_io_pct 0.2

create_clock -name clk0 -period $clk_period [get_ports {clk}]

set non_clock_inputs [all_inputs -no_clocks]
set_input_delay [expr $clk_period * $clk_io_pct] -clock clk0 $non_clock_inputs
set_output_delay [expr $clk_period * $clk_io_pct] -clock clk0 [all_outputs]
==> impl_metrics.toml <==
# flow metrics
[status]
status = "completed"

[placed_design]
dp_hpwl_mm = 482
numPortBuffers = 73
gp_congestion = 0.879
placed_cells = 27671
placed_area_um2 = 336000

[yosys]
syn_avg_cell_area_um2 = 22.5
yosysUniqueCellTypes = 47
synth_flops = 8192
ys_cells = 13945
ys_async_sr_fraction_pct = 0
postSynthSeqShare_pct = 78.5
synth_top_area_share_pct = 78.5
ys_dominant_reg_cell = "edfxtp_1"
synth.cell_area_um2 = 313000
synth-edff-count = 8192
syn_inst = 13945
area_leaders = "edfxtp_1 79%, mux4_2 13%, mux2i_1 2.5%"
synth_top_cell_by_area = "edfxtp_1"
yosys_warnings = 1
synth-area-yosys_um2 = 313000

[clock_tree]
cts.sinks = 8192
htreeDepth = 6
ctsResizeCount = 0
cts_root_buf = "clkbuf_16"
postCtsSetupBuffers = 0
cts_inserted_buffers = 795
path_clk_slew_ns = 0.06
tritoncts = "built"
clock_path_buffers = 4
holdBufCountCts = 0

[final_timing]
rsz0062_at_grt = "no"
hold_viol_final = 0
fmax_mhz = 23.9
max_slew_margin_pct = 16.1
fin_crit_ns = 41.76
setup_viol = 0
maxSlewViolCount = 0
tightest_slew_ns = 1.25
tns_ns = 0
post-route-period-util_pct = 50.3

[min_path]
hp-class = "in -> reg"

[route]
vias_per_cell = 5.08
totalWireLength_mm = 856
final_antenna_net_count = 0
vias = 148233
firstDrtPassIters = 7
remaining_drc_errors = 0
drt-initial-drc-count = 10095
wire_per_inst_um = 29.3

[finish]
final_util_pct = 34.6
seq_area_um2 = 246000
area_growth_pct = 15.0
stdcell_count = 29175
final_area_um2 = 360000
largest_register_ffs = 8192
layout_top_cell = "edfxtp_1"
logic_area_um2 = 65800
layout_top_cells = "8192 x edfxtp_1, 1852 x mux4_2, 802 x clkbuf_16"
regMostFlops = "memory"
n_fill_cell = 94677
drive_above_1_share_pct = 26.2
reg_top3 = "memory (8192)"

[grt]
grt_pass1_vias = 164244
track_usage_pct = 17.4
antenna_found_initial = 35
grt-ovfl-total = 0
grt_pass1_wl_mm = 1200
grt_max_degree = 85

[setup_path]
crit_type = "in -> out"
crit_arrival_ns = 25.16
required_ns = 66.40
cp-start-kind = "primary input"
path_max_fanout = 69
critPathMaxStageDelay_ns = 0.65
critPathSlowestCell = "buf_4"
crit_path_frequent_cell = "buf_4"
path_cells = "buf_16, buf_4, buf_4, buf_4, buf_4, buf_4, buf_4, buf_4, buf_4, buf_12, mux4_2, mux2i_1, o22a_1, o211ai_1, a22o_1, o32a_1, buf_4, clkdlybuf4s50_1"
end_kind = "output pin"

[power]
power.leakage_nw = 110
ir_drop_uv = 27.9
p_per_area_nw_per_um2 = 23.3
totalPowerFinal_mw = 8.39

[job]
warning_count = 50
cap_violations = 0

[die]
io_pins = 98
fp-utilization_pct = 30.1
coreArea_um2 = 1040000
dieWidth_mm = 1.02
chipArea_um2 = 1050000
chipHeight_mm = 1.02
rows = 375
through the flow:
step           hold slack (ns)  worst slack [ns]
2_1_floorplan            16.70             47.77
3_3_place_gp             16.95             40.96
3_5_place_dp             16.96             41.00
4_1_cts                  15.72             41.02
5_1_grt                  15.78             40.48
6_report                 15.81             41.24
logic make-up (layout without fill, tap and decap cells):
kind of cell | after synthesis | in the layout | share of synthesized area [%]
muxes | 2659 | 2659 | 15.9
and+or+nand+nor | 1122 | 1122 | 1.71
AOI/OAI and AO/OA | 1126 | 1126 | 2.65
buffers and inverters | 846 | 2258 | 1.21
other | 0 | 58 | 0
DFF | 8192 | 8192 | 78.5
critical path, delay by kind of cell:
family | cells | cell delay [ns]
compound gates | 4 | 1.26
mux | 2 | 0.78
buf+inv | 12 | 5.87
Yosys cell counts, types with 35 or more instances:
cell type	n
nand2_1	194
a22oi_1	196
o211ai_1	66
nand3_1	278
mux4_2	1852
and3_1	159
buf_2	239
o21ai_0	35
nor2b_1	71
a211oi_1	125
nor3_1	44
a31oi_1	97
mux2i_1	775
nand4_1	35
buf_1	103
nor2_1	318
edfxtp_1	8192
a21oi_1	163
buf_4	37
o22ai_1	128
o22a_1	93
clkbuf_1	440
a22o_1	62
final cells by class:
type	count	share of cell area (%)
antenna	58	0.0403
clock buffer	1011	5.79
clock inverter	435	0.953
inverter	5	0.00730
multi-input combinational	4907	18.3
sequential	8192	68.3
tap	13760	4.78
timing repair buffer	807	1.84
path summary, 6_finish.rpt:
kind	startpoint	endpoint	slack, ns	cells after the start
max	addr[2]	DataR[22]	41.24	18
min	DataW[25]	memory[25][25]	15.81	1
metal layers:
metal | GRT usage [%] | share of wire [%] | up-vias
met5 | 1.96 | 0.24 | -
met4 | 6.69 | 4.9 | 46
met3 | 15.1 | 19 | 1519
met2 | 26.0 | 47 | 10149
met1 | 17.0 | 29 | 75335
li1 | - | - | 61184
report_power, final:
group          switching [mW]  total [mW]  internal (mW)
combinational           0.278       0.414          0.136
sequential            0.00176        4.56           4.56
clock                    1.53        3.41           1.88
total                    1.81        8.39           6.57
