--- flow/config.mk ---
export PLATFORM = sky130hd
export DESIGN_NAME = ID_EX
export DESIGN_NICKNAME = ID_EX
export VERILOG_FILES = /design/flow/design.v
export SDC_FILE = /design/flow/constraint.sdc
export NUM_CORES = 4
export LEC_CHECK = 1
export CORE_AREA = 10 10 219 219
export DIE_AREA = 0 0 229 229
--- flow/constraint.sdc ---
current_design ID_EX

set clk_period 1.0
set clk_io_pct 0.2

create_clock -name clk0 -period $clk_period [get_ports {clk}]

set non_clock_inputs [all_inputs -no_clocks]
set_input_delay [expr $clk_period * $clk_io_pct] -clock clk0 $non_clock_inputs
set_output_delay [expr $clk_period * $clk_io_pct] -clock clk0 [all_outputs]
--- flow/design.v ---
module ID_EX (
  input clk,
  input rst_n,
  input [31:0] ID_PC, 
  input [31:0] ID_RD1,
  input [31:0] ID_RD2,
  input [31:0] ID_Imm,
  input [31:0] ID_Instr,
  input [4:0] ID_Rd,
  input [1:0] ID_ASel,
  input [1:0] ID_BSel,
  input [3:0] ID_ALUSel,
  input [1:0] ID_WBSel,
  input ID_RegWEn,
  input ID_MemR,
  input ID_MemW,
  output reg [31:0] ID_EX_RD1,
  output reg [31:0] ID_EX_RD2,
  output reg [31:0] ID_EX_PC, 
  output reg [31:0] ID_EX_Imm,
  output reg [31:0] ID_EX_Instr,
  output reg [4:0] ID_EX_Rd,
  output reg [1:0] ID_EX_ASel,
  output reg [1:0] ID_EX_BSel,
  output reg [3:0] ID_EX_ALUSel,
  output reg ID_EX_MemR,
  output reg ID_EX_MemW,
  output reg [1:0] ID_EX_WBSel,
  output reg ID_EX_RegWEn
);
always @( posedge clk, negedge rst_n ) begin
  if (~rst_n) begin
    ID_EX_RD1 <= 0;
    ID_EX_RD2 <= 0;
    ID_EX_PC  <= 0;
    ID_EX_Imm <= 0;
    ID_EX_Instr <= 0;
    ID_EX_ASel <= 0;
    ID_EX_BSel <= 0;
    ID_EX_ALUSel <= 0;
    ID_EX_MemR <= 0;
    ID_EX_MemW <= 0;
    ID_EX_WBSel <= 0;
    ID_EX_RegWEn <= 0;
  end
  else begin
    ID_EX_RD1 <= ID_RD1;
    ID_EX_RD2 <= ID_RD2;
    ID_EX_PC  <= ID_PC;
    ID_EX_Imm <= ID_Imm;
    ID_EX_Instr <= ID_Instr;
    ID_EX_ASel <= ID_ASel;
    ID_EX_BSel <= ID_BSel;
    ID_EX_ALUSel <= ID_ALUSel;
    ID_EX_MemR <= ID_MemR;
    ID_EX_MemW <= ID_MemW;
    ID_EX_WBSel <= ID_WBSel;
    ID_EX_RegWEn <= ID_RegWEn;
  end
end
endmodule
--- flow/run.sh ---
#!/bin/bash
# OpenROAD 26Q1-2900-gdf79404cd8, Yosys 0.63+post, stock flow scripts
make -C /OpenROAD-flow-scripts/flow DESIGN_CONFIG=/design/flow/config.mk WORK_HOME=/design/flow/orfs finish
==> results.sh <==
# implementation run metrics
export IMPL_p_leak_uw=0.003760
export IMPL_die_y_um=229
export IMPL_ys_cells=179
export IMPL_cp_depth=1
export IMPL_ant_nets=0
export IMPL_rows=76
export IMPL_cts_root_buffer="clkbuf_16"
export IMPL_rsz0062_at_grt="true"
export IMPL_tool_warnings=32
export IMPL_finalHoldViolCount=0
export IMPL_path_class="reg2out"
export IMPL_post_route_util_pct=19.49
export IMPL_top_usage_layer="met2"
export IMPL_setup_viol=173
export IMPL_dp_cells=1124
export IMPL_synthTopCellsByArea="dfrtp_1 99%, buf_4 0.86%, conb_1 0.086%"
export IMPL_period_used_pct=117.7
export IMPL_grt_max_degree=62
export IMPL_critPathRequiredTime_ns=0.80
export IMPL_stdcell_count=1157
export IMPL_grt_first_pass_wirelength_mm=26.25
export IMPL_end_kind="output pin"
export IMPL_grt_util_met2_pct=10.84
export IMPL_ctsLongestPathBuffers=2
export IMPL_finalMaxSlewViolations=0
export IMPL_numSynthFlops=173
export IMPL_crit_family="flip-flops"
export IMPL_postSynthSeqShare_pct=99.06
export IMPL_pin_count=358
export IMPL_track_usage_pct=6.998
export IMPL_grtUsageMet3_pct=5.839
export IMPL_fp_dieW_um=229
export IMPL_chipArea_um2=52440
export IMPL_clk_pin_slew_worst_paths_ns=0.06
export IMPL_yosys_area_top_type="dfrtp_1"
export IMPL_crit_start="ID_EX_Imm[2]"
export IMPL_synth_area_um2=4370
export IMPL_powerDensity_nw_per_um2=1803
export IMPL_avgSynthCellArea_um2=24.42
export IMPL_fin_crit_ns=1.177
export IMPL_ys_area_um2=4370
export IMPL_critPathCapture="ID_EX_Imm[2]"
export IMPL_post_cts_setup_buffer_count=0
export IMPL_avgViaCountPerCell=2.641
export IMPL_path_buffers=1
export IMPL_grt_overflow_total=0
export IMPL_tritoncts="yes"
export IMPL_wire_per_inst_um=16.10
export IMPL_use_met1_pct=7.088
export IMPL_grt_pass1_vias=3491
export IMPL_setup_slack_ns=-0.1773
export IMPL_drc=0
export IMPL_dr_first_iter_drc_count=62
export IMPL_maxCapViolCount=0
export IMPL_clock_fmax_mhz=849.4
export IMPL_cts_buffers=17
export IMPL_critPathSlowestCell="dfrtp_1"
export IMPL_io_buffers=347
export IMPL_pre_cts_slack_ns=-0.04594
export IMPL_peakVddDrop_mv=1.212
export IMPL_flop_area_um2=4329
export IMPL_crit_path_max_incr_delay_ns=0.38
export IMPL_cts_sinks=173
export IMPL_initCoreUtil_pct=10.12
export IMPL_wl_mm=18.63
export IMPL_status="finished with violations"
export IMPL_syn_to_final_growth_pct=92.50
export IMPL_core_area_um2=43170
export IMPL_hold_path_class="in2async"
export IMPL_startpoint_type="flop"
export IMPL_vias=3056
export IMPL_first_pass_iters=3
export IMPL_logic_area_um2=18.77
export IMPL_hpwl_mm=15.49
export IMPL_crit_fanout=1
export IMPL_cp_arrival_ns=0.98
export IMPL_synth_top_cell_area_share_pct=99.06
export IMPL_synth_cell_types=3
export IMPL_ys_warn_count=6
export IMPL_antenna_found_initial=12
export IMPL_ctsHtreeMaxLevel=4
export IMPL_path_cells="buf_2"
export IMPL_violations="negative setup slack"
export IMPL_nFillCells=4729
export IMPL_routabilityCongestion=0.7963
export IMPL_syn_instance_count=179
export IMPL_drive_above_1_share_pct=37.72
-- flip-flops by register name (all words and copies together) (netlist names) --
signal and flops:
ID_EX_RD2 32, ID_EX_ALUSel 4, ID_EX_ASel 2, ID_EX_BSel 2, ID_EX_MemW 1, ID_EX_PC 32, ID_EX_Instr 32, ID_EX_RD1 32
ID_EX_WBSel 2, ID_EX_Imm 32, ID_EX_MemR 1, ID_EX_RegWEn 1
-- layer usage --
layer  vias to the layer above  wire length [µm]
li1                       1308                 -
met1                      1461              6396
met2                       223              8558
met3                        44              3057
met4                        20               490
met5                         -               128
-- cell type report --
type / instances / share of cell area [%]
multi-input cells: 5 / 0.2231
flip-flops and latches: 173 / 51.46
well taps: 585 / 8.700
repair buffers: 362 / 32.85
diodes: 2 / 0.05949
clock buffers: 21 / 5.354
clock inverters: 9 / 1.353
-- stage by stage --
stage / power (µW) / hold slack, ns / TNS, ns / cell area, µm²
finish: 15170 / 0.1447 / -24.92 / 8413
CTS: 15590 / 0.08927 / -65.33 / 8408
detailed placement: 9206 / 0.06652 / -0.4646 / 8700
global route: 15880 / 0.1191 / -35.31 / 8413
floorplan: 7485 / -0.09559 / 0 / 4385
global placement: 9198 / 0.06851 / -0.4273 / 8700
-- how the worst min path moves through the flow --
stage	endpoint	slack, ns
after CTS	ID_EX_RD2[26]	0.09
after global routing	ID_EX_Imm[30]	0.12
final	ID_EX_PC[15]	0.14
-- synthesized netlist by cell type (all sizes together) --
library cell / number
conb: 1
dfrtp: 173
buf: 5
-- cells in the final DEF (no fill, tap or decap), drive strengths merged --
cell and count:
buf 187, dfrtp 173, clkdlybuf4s50 173, clkbuf 22, conb 5, clkinv 5
diode 2, inv 2, bufinv 2, dlygate4sd3 1
-- power breakdown --
| part | total, µW | internal (µW) | switching [µW] |
|---|---|---|---|
| registers | 7430 | 7350 | 84.2 |
| clock network | 6500 | 3720 | 2780 |
| logic | 1240 | 869 | 370 |
-- repair_timing --
action | in CTS | in global routing
hold buffers | 1 | 1
gates resized | 565 | 0
endpoints found under the hold margin | 173 | 173
setup endpoints to repair | 173 | 346
-- logic make-up after synthesis --
| family | Yosys count | share of synthesized area [%] |
|---|---|---|
| flip-flops | 173 | 99.06 |
| buffers and inverters | 5 | 0.8590 |
| other | 1 | 0.08580 |
Power figures rest on the tool's default switching activity, not on a simulated workload.
